### flow/design.v
module counter(input clk, reset, output[3:0] counter
    );
reg [3:0] counter_up;
always @(posedge clk or posedge reset)
begin
if(reset)
 counter_up <= 4'd0;
else
 counter_up <= counter_up + 4'd1;
end 
assign counter = counter_up;
endmodule
### flow/run.sh
#!/bin/bash
# OpenROAD 26Q1-2900-gdf79404cd8, Yosys 0.63+post, stock flow scripts
make -C /OpenROAD-flow-scripts/flow DESIGN_CONFIG=/design/flow/config.mk WORK_HOME=/design/flow/orfs finish
### flow/config.mk
export PLATFORM = sky130hd
export DESIGN_NAME = counter
export DESIGN_NICKNAME = counter
export VERILOG_FILES = /design/flow/design.v
export SDC_FILE = /design/flow/constraint.sdc
export NUM_CORES = 4
export LEC_CHECK = 1
export CORE_AREA = 10 10 70 70
export DIE_AREA = 0 0 80 80
export SYNTH_HDL_FRONTEND = slang
### flow/constraint.sdc
current_design counter

set clk_period 1.0
set clk_io_pct 0.2

create_clock -name clk0 -period $clk_period [get_ports {clk}]

set non_clock_inputs [all_inputs -no_clocks]
set_input_delay [expr $clk_period * $clk_io_pct] -clock clk0 $non_clock_inputs
set_output_delay [expr $clk_period * $clk_io_pct] -clock clk0 [all_outputs]
==> GITHUB_STEP_SUMMARY <==
## Synthesis and layout report

| Metric | Value |
|---|---|
| Global-route wire length before repair | `between 600 and 700 um` |
| Ys flops | `4` |
| Most common logic cell in the routed design | `buf_4` |
| Vias/cell | `between 1.5 and 2` |
| Ports | `6` |
| Dpl cell area | `~270 um2` |
| Achievable frequency | `1.05 GHz` |
| Critical Path RT | `between 1000 and 1500 ps` |
| Latency at later pin | `approximately 230 ps` |
| Routed Wire Length | `433 um` |
| GR Util All Layers | `0.0158` |
| CTS tree | `done` |
| Cts bufs inserted | `3` |
| Antenna viol nets, final | `0` |
| Die Y | `about 80 um` |
| # setup viols final | `0` |
| Post-synth top area cell | `dfrtp_1` |
| Final worst-path cycle share | `0.949` |
| Routed vias | `around 120` |
| Design Power | `0.368 mW` |
| Drc violations | `0` |
| Max Cap Viol | `0` |
| CP Capture Type | `flip-flop` |
| YS chip area | `143 um2` |
| Clock transition at path regs | `roughly 40 ps` |
| Hold Violations, Final | `0` |
| Grt total ovfl | `0` |
| RSZ-0062 raised after global routing | `no` |
| Post-synth cell types | `6` |
| Core ar. | `around 3400 um2` |
| Flop2flop setup slack | `50 ps` |
| Top cells by area | `dfrtp_1, ha_1, xnor2_1` |
| DIE AREA | `approximately 6400 um2` |
| CP Data Arrival Time | `between 1000 and 1500 ps` |
| Synth warn | `0` |
| Dominant logic cell types in the final layout | `buf_4, dfrtp_1, clkbuf_4, clkbuf_2, inv_1` |
| DRT Pass-1 Iters | `2` |
| Utilization after layout | `0.0879` |
| RR Endpoint | `counter[2]$_DFF_PP0_` |
| Min cycle time layout | `between 900 and 1000 ps` |
| Antenna diode count | `0` |
| FP Util | `0.0418` |
| Largest type area fraction | `0.702` |
| CP Buf/Inv Count | `1` |
| Run status | `finished, final reports clean` |
| Synth Instances | `10` |
| Largest net degree at the start of global routing | `5` |
| Layout cells sized above 1 | `0.583` |
| Slowest-stage cell, CP | `dfrtp_1` |
| # rows | `21` |
| Clock root buffer | `clkbuf_4` |
| Worst hold path type | `in -> async` |
| Port Buf Inserts | `5` |
| Initial antenna violation count | `0` |
| Avg WL per Cell | `between 6 and 7 um` |
| Pwr dens | `~1200 nW/um2` |
| Worst VDD drop | `roughly 0.16 mV` |
| Max FO, Critical Path | `3` |
| Sequential cell area | `approximately 100 um2` |
| Htree depth | `1` |
| Seq share, synth | `0.702` |
| Finished Cell Area | `300 um2` |
| GPL Wtd Cong | `between 0.6 and 0.7` |
| DR iter-0 viols | `5` |
| Tool warnings | `26` |
| Number of flip-flops in the largest register | `4` |
| RR Startpoint | `counter[0]$_DFF_PP0_` |
| Die x size | `~80 um` |
| Fin worst setup slack | `51.4 ps` |
| Delay of the slowest critical-path stage | `380 ps` |
| Slew at the pin closest to its max-slew limit | `144 ps` |
| Sink Count | `4` |
| WS Path Type | `reg -> reg` |
| Setup TNS | `0 ps` |
| Clk buf depth | `2` |
| Worst reg-to-reg path cell count | `3` |
| Crit path max-delay family | `flip-flops` |
| Fillers | `approximately 400` |
| P_leak | `around 0.15 nW` |
| Max-slew headroom | `0.904` |
| Final Max Slew Viols | `0` |
| Syn_area_per_cell | `between 10 and 15 um2` |
| Place WS | `-94.9 ps` |
| CP cell instances | `buf_4 > ha_2 > xor2_1` |
| Mapped Area | `143 um2` |
| MI comb area | `between 30 and 40 um2` |
| Startpoint Class | `flip-flop` |
| Vias in the first global route | `between 150 and 200` |
| Cell count in the Yosys report | `10` |
| Clk_skew | `approximately 2.1 ps` |
| Layout area overhead | `111%` |
## where the power goes
group / total, mW / internal (mW) / switching (mW)
clock network: 0.198 / 0.134 / 0.0641
registers: 0.163 / 0.163 / 0
logic: 0.00691 / 0.00366 / 0.00324
total: 0.368 / 0.301 / 0.0673
## synthesized netlist by cell type
master	number
dfrtp_1	4
inv_1	2
ha_1	1
nand3_1	1
xnor2_1	1
xor2_1	1
## worst max-delay path by stage
stage,startpoint,end,slack (ps),cells past startpoint
after CTS,counter[0]$_DFF_PP0_,counter[0],-30,1
after global routing,counter[0]$_DFF_PP0_,counter[2]$_DFF_PP0_,20,3
final,counter[0]$_DFF_PP0_,counter[2]$_DFF_PP0_,50,3
## cell families after synthesis
kind of cell / after synthesis / share of synthesized area
flip-flops: 4 / 0.702
XOR/XNOR: 2 / 0.123
buffers and inverters: 2 / 0.0527
adder cells (fa/ha/maj): 1 / 0.0877
AND/OR/NAND/NOR: 1 / 0.0351
## metrics by stage
step                      cells  hold slack, ps
after floorplan              10           -33.9
after global placement       64             395
after detailed placement     64             391
after CTS                    70             145
after global routing         70             166
final                        70             151
## repair_timing
action | CTS | global route
setup buffers | 3 | 0
gates resized | 10 | 4
hold buffers | 0 | 0
endpoints found under the setup margin | 4 | 4
## layer usage
layer  part of all wire  vias to the layer above  GRT usage
met2               0.29                        6     0.0144
met1               0.43                       57     0.0134
li1                   -                       59          -
met3               0.28                        0     0.0295
met4                  0                        0    0.00704
met5                  0                        -          0
## final cells by class
class / count / area share
Tap cell: 46 / 0.192
Multi-Input combinational cell: 4 / 0.125
Timing Repair Buffer: 11 / 0.250
Clock buffer: 3 / 0.0750
Inverter: 2 / 0.0250
Sequential cell: 4 / 0.333
Power is estimated from default activity; no workload was simulated.
